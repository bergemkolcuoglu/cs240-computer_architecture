==> ./design.v <==
`timescale 1ns / 1ps
module projectCPU(clk, rst, data_fromRAM, wrEn, addr_toRAM, data_toRAM, pCounter);
parameter SIZE = 10;
input clk, rst;
input wire [15:0] data_fromRAM;
output reg wrEn;
output reg [SIZE-1:0] addr_toRAM;
output reg [15:0] data_toRAM;
output reg [SIZE-1:0] pCounter;
reg [2:0]  opcode, opcodeNext;
reg [5:0]  w, operand, wNext, operandNext;
reg [SIZE-1:0]   pCounterNext;
reg [15:0] num1, num1Next;
reg [4:0]  state, stateNext;
always @(posedge clk)begin
	state    <= #1 stateNext;
	pCounter <= #1 pCounterNext;
	opcode   <= #1 opcodeNext;
	w        <= #1 wNext;
	operand  <= #1 operandNext;
	num1     <= #1 num1Next;
	end
always @*begin
	stateNext    = state;
	pCounterNext = pCounter;
	opcodeNext   = opcode;
	wNext        = w;
	operandNext  = operand;
	num1Next     = num1;
	addr_toRAM   = 0;
	wrEn         = 0;
	data_toRAM   = 0;
if(rst)
	begin
	stateNext    = 0;
	pCounterNext = 0;
	opcodeNext   = 0;
	wNext        = 0;
	operandNext  = 0;
	num1Next     = 0;
	addr_toRAM   = 0;
	wrEn         = 0;
	data_toRAM   = 0;
	end
else 
	case(state)                       
		0: begin  
			pCounterNext = pCounter;
			opcodeNext   = opcode;
			wNext        = 0;
			operandNext  = 0;
			addr_toRAM   = pCounter;
			num1Next     = 0;
			wrEn         = 0;
			data_toRAM   = 0;
			stateNext    = 1;
		end
		1:begin  
			opcodeNext   = {data_fromRAM[12], data_fromRAM[15:13]};
			wNext = data_fromRAM[11:6];
			operandNext = data_fromRAM[5: 0];
			addr_toRAM   = data_fromRAM[11:6];
			stateNext = 2;
		end
		2: begin  
			addr_toRAM   = w;
			num1Next     = data_fromRAM;
			stateNext = 3;
		end
		3: begin
			addr_toRAM   = w;
			num1Next     = data_fromRAM;
			if (opcodeNext == 4'b0000)  
				stateNext = 4;
			else if (opcodeNext == 4'b0110)  
				stateNext = 5;
			else if (opcodeNext == 4'b0101)  
				stateNext = 6;
			else if (opcodeNext == 4'b0010)  
				stateNext = 7;
			else if (opcodeNext == 4'b0001)  
				stateNext = 8;
			else if (opcodeNext == 4'b0011)  
				stateNext = 9;
			else if (opcodeNext == 4'b0111)  
				stateNext = 10;
			else if (opcodeNext == 4'b0110)  
				stateNext = 11;
		end
		4: begin  
			pCounterNext = pCounter + 1;
			addr_toRAM = w;
			data_toRAM = w + num1;
			wrEn = 1;
			stateNext = 0;
		end
		5: begin  
			pCounterNext = num1;
			stateNext = 0;
		end
		6: begin  
			pCounterNext = pCounter + 1;
			addr_toRAM = w;
			data_toRAM = num1;
			wrEn = 1;
			stateNext = 0;
		end
		7: begin  
			pCounterNext = pCounter + 1;
			addr_toRAM = w;
			if (num2 < 32)
				data_toRAM = w >> num1;
			else
				data_toRAM = w << (num1 - 16);
			wrEn = 1;
			stateNext = 0;
		end
		8: begin  
			pCounterNext = pCounter + 1;
			addr_toRAM = w;
			data_toRAM = ~(w & num1);
			wrEn = 1;
			stateNext = 0;
		end
		9: begin  
			pCounterNext = pCounter + 1;
			addr_toRAM = w;
			data_toRAM = w < num1;
			wrEn = 1;
			stateNext = 0;
		end
		10: begin  
			pCounterNext = pCounter + 1;
			addr_toRAM = w;
			data_toRAM = w * num1;
			wrEn = 1;
			stateNext = 0;
		end
		11: begin  
			addr_toRAM   = num1;
			stateNext = 12;
		end
		12: begin  
			num1Next = data_fromRAM;
			stateNext = 13;
		end
		13: begin  
			pCounterNext = pCounter + 1;
			addr_toRAM = w;
			data_toRAM = num1;
			wrEn = 1;
			stateNext = 0;
		end
		default: begin
			stateNext    = 0;
			pCounterNext = 0;
			opcodeNext   = 0;
			operand1Next = 0;
			wNext        = 0;
			num1Next     = 0;
			addr_toRAM   = 0;
			wrEn         = 0;
			data_toRAM   = 0;
		end
	endcase
end
endmodule
==> ./run.sh <==
#!/bin/bash
# OpenROAD 26Q1-2900-gdf79404cd8, Yosys 0.63+post, stock flow scripts
make -C /OpenROAD-flow-scripts/flow DESIGN_CONFIG=/design/flow/config.mk WORK_HOME=/design/flow/orfs finish
==> ./config.mk <==
export PLATFORM = sky130hd
export DESIGN_NAME = projectCPU
export DESIGN_NICKNAME = projectCPU
export VERILOG_FILES = /design/flow/design.v
export SDC_FILE = /design/flow/constraint.sdc
export NUM_CORES = 4
export LEC_CHECK = 1
export CORE_UTILIZATION = 40
==> ./constraint.sdc <==
current_design projectCPU

set clk_period 8.2
set clk_io_pct 0.2

create_clock -name clk0 -period $clk_period [get_ports {clk}]

set non_clock_inputs [all_inputs -no_clocks]
set_input_delay [expr $clk_period * $clk_io_pct] -clock clk0 $non_clock_inputs
set_output_delay [expr $clk_period * $clk_io_pct] -clock clk0 [all_outputs]
==> reports/notes.md <==
Timing
• **period utilisation layout** 0.826
• **clock period minus final worst setup slack** 6.77 ns
• **timing-limited maximum frequency** 0.148 GHz
• **hold_ws** 0.459 ns
• **Max-Slew Margin vs Limit** 0.482
• **Worst Tran Pin Value** 0.776 ns
• **worst clock skew on the final layout** 0.00409 ns
• **Final Hold Fails** 0
• **final setup TNS** 0 ns
• **final tally of setup violations** 0
• **RSZ-0062 raised after global routing** false
• **Final Max-Slew Violation Tally** 0

Logic synthesis
• **synthesis warning total** 5
• **post-synthesis share of cell area spent on full adders, half adders and majority gates** 0.243
• **post-synthesis compound-gate area fraction** 0.193
• **distinct lib cells** 64
• **top cells by count, synth** inv_1 (79), nand2_1 (72), a21oi_1 (60), and2_1 (60), nor2_1 (55)
• **largest family of logic cells by area** simple AND/OR/NAND/NOR gates
• **XOR/XNOR share of the synthesized area** 0.0390
• **share of the yosys chip area belonging to registers** 0.171
• **most used flip-flop cell** dfxtp_1
• **biggest area consumer among synthesized cells** dfxtp_1
• **yosys cell count** 704
• **MUX share of area** 0.00627
• **Simple-Gate Fraction of Synth Area** 0.259
• **FF+latch count, synth** 46
• **number of synthesized flops with an enable pin** 0
• **leading cell type by number of instances after synthesis** inv_1
• **post-synth design cell area** 0.00539 mm2
• **gate count of the mapped netlist** 704
• **most area-consuming cells after synthesis** dfxtp_1 (17%), fa_1 (17%), ha_1 (7.2%)
• **post-synthesis average cell area** 7.65 um2
• **fraction of post-synthesis cell area in the top cell type by area** 0.171
• **area reported by Yosys stat** 0.00539 mm2
• **share of flip-flops with an asynchronous set or reset after synthesis** 0

Global routing
• **first-pass GRT wire length** 24700 um
• **grt total ovfl** 0
• **pin count of the biggest net entering global routing** 48
• **number of global-route vias before repair** 4697
• **number of antenna violations at the first check in global routing** 0
• **Global Route Usage Sum** 0.231

Final layout
• **post-synthesis to final-layout area growth** 15.2%
• **layout cells sized above 1** 0.0479

Detailed routing
• **detailed-route via count** 5042
• **wire length after detailed routing** 15200 um
• **Initial DRT Pass Iterations** 7
• **Initial DRC Count** 369
• **final antenna-violating net count** 0
• **drt wl/cell** 16.8 um
• **count of unresolved DRC violations after routing** 0
• **Antenna diodes** 0
• **Vias per Instance** 5.57

Worst setup path
• **delay of the slowest cell on the worst path** 0.69 ns
• **CP max-delay cell** dfxtp_1
• **arrival time worst endpoint** 5.13 ns
• **type of origin of the critical path** flop
• **Crit. End Element** primary output
• **Critical Path RT** 6.56 ns
• **ordered list of cells on the worst path** inv_1 -> nor2_1 -> fa_1 -> inv_1 -> fa_1 -> fa_1 -> inv_1 -> ha_1 -> nor2b_4 -> o31ai_4 -> a21oi_1 -> a221oi_2 -> o21ai_1 -> o32a_1 -> nand2_1 -> clkdlybuf4s50_1
• **critical path class** flop to primary output
• **critical path peak fanout** 16

Power
• **peak supply drop** 0.000134 V
• **leakage power** 2.44 nW
• **sequential share of power** 0.462
• **switching share of total power** 0.265
• **internal power** 394 uW
• **relative contribution of the clock network to total power** 0.401
• **cell area power density** 86.3 mW/mm2
• **switching power of the nets** 142 uW
• **fraction of power consumed by combinational cells** 0.137

CTS
• **H-tree depth** 2
• **TritonCTS buffer count** 5
• **CTS-repair resized insts** 0
• **Setup Buffers After CTS** 0
• **insertion delay of the later-clocked pin in the worst-skew pair** 0.29 ns
• **clock slew at reported path FFs** 0.06 ns
• **hold bufs inserted after CTS** 0
• **Clock Path Buffers** 2
• **CTS sink count** 46
• **CTS tree** done
• **clock tree root driver cell** clkbuf_16

Worst hold path
• **type of the worst min-delay path** flop to flop

Floorplan
• **Die Size** 0.0139 mm2
• **die width** 118 um
• **number of top-level pins** 55
• **core utilization before placement** 0.408
• **core area** 0.0132 mm2
• **Site Rows** 42
• **y dimension of the die** 118 um

Placed design
• **post-DP HPWL** 11400 um
• **IO buf count** 54
• **GP Congestion** 0.888

Run
• **number of maximum-capacitance constraint violations** 0
• **number of logged tool warnings** 31

Status
• **run status** completed

-- critical path: cells and delay by family, from the launching register on --
family / cells / cell delay (ns)
AOI/OAI and AO/OA: 5 / 1.24
adders and majority gates: 4 / 1.73
buffers and inverters: 4 / 0.78
DFF: 1 / 0.69
and+or+nand+nor: 3 / 0.39
-- cell usage in the layout, fill, tap and decap left out, types with 9 or more instances in the layout --
master           netlist  layout
a22oi_1               11      11
buf_4                  0       9
xnor2_1               17      17
o21ai_0               20      20
clkdlybuf4s50_1        0      54
nand2_1               72      72
nor3_1                13      12
nor2_1                55      55
inv_1                 79      79
a21oi_1               60      60
dfxtp_1               46      46
a222oi_1              10      10
nand3_1               35      35
and2_1                60      60
ha_1                  31      31
a31oi_1               10      10
fa_1                  46      46
-- area by class of cell --
cell class | instances | area, um2
timing repair buffer | 63 | 608
tap | 176 | 220
sequential | 46 | 921
clock inverter | 1 | 8.76
fill | 1263 | 6990
clock buffer | 7 | 153
multi-input combinational | 533 | 3990
inverter | 80 | 300
-- per-stage QoR --
stage / worst slack (ns) / instances / instance area, um2 / util / power (mW)
6_report: 1.43 / 906 / 6200 / 0.470 / 0.536
5_1_grt: 1.19 / 906 / 6200 / 0.470 / 0.559
4_1_cts: 1.41 / 906 / 6200 / 0.470 / 0.540
3_5_place_dp: 1.73 / 898 / 6040 / 0.458 / 0.326
3_3_place_gp: 1.77 / 898 / 6040 / 0.458 / 0.325
2_1_floorplan: 2.61 / 704 / 5390 / - / 0.292
-- layer usage --
metal	vias up	routed length, um	track usage
met5	-	0	0
met4	0	328	0.0481
met3	20	873	0.0317
met2	186	7030	0.360
met1	2416	6950	0.352
li1	2420	-	-
-- cell families after synthesis --
family,Yosys count
XOR/XNOR,24
multiplexers,2
buffers and inverters,125
AND-OR/OR-AND,154
flip-flops,46
AND/OR/NAND/NOR,276
adder cells (fa/ha/maj),77
-- worst paths after layout --
path                                from              to  slack [ns]  cells after the start
worst min register to register  state[3]        state[9]        0.46                      2
worst min-delay path            state[3]        state[9]        0.46                      2
worst max-delay path                w[0]  data_toRAM[15]        1.43                     16
worst max register to register  state[2]        num1[14]        5.91                      5
-- flip-flops by register name, indices dropped and copies added, names as in the netlist --
register and count:
num1 16, opcode 3, w 6, state 11, pCounter 10
-- power by group through the flow --
stage / Sequential (mW) / Combinational [mW] / Clock, mW
6_report: 0.247 / 0.0735 / 0.215
4_1_cts: 0.247 / 0.0738 / 0.219
5_1_grt: 0.249 / 0.0825 / 0.227
Power is estimated from default activity; no workload was simulated.
